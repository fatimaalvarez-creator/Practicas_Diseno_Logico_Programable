[design/flow/config.mk]
export PLATFORM = sky130hd
export DESIGN_NAME = spi_control
export DESIGN_NICKNAME = spi_control
export VERILOG_FILES = /design/flow/design.v
export SDC_FILE = /design/flow/constraint.sdc
export NUM_CORES = 4
export LEC_CHECK = 1
export CORE_UTILIZATION = 50
[design/flow/design.v]
module spi_control#(
        parameter SPI_CLK_FREQ  = 2_000_000,
        parameter UPDATE_FREQ   = 50
    )(
        input                   reset_n,
        input                   clk,
        input                   spi_clk,  
        input                   spi_clk_out,
        output                  data_update,
        output [15:0]           data_x,
        output [15:0]           data_y,
		  output [15:0]           data_z,
        output                  SPI_SDI,
        input                   SPI_SDO,
        output                  SPI_CSN,
        output                  SPI_CLK,
        input [1:0]             interrupt  
    );
localparam TIMECOUNT = SPI_CLK_FREQ / UPDATE_FREQ;
localparam SDI_WIDTH = 16;
localparam SDO_WIDTH = 8;
localparam WRITE_MODE      = 2'b00;
localparam READ_MODE       = 2'b10;
localparam INI_NUMBER      = 4'd11;
localparam   IDLE            = 0;  
localparam   TRANSFER        = 1;  
localparam   INTERACT        = 2;  
localparam   BW_RATE         = 6'h2c;
localparam   POWER_CONTROL   = 6'h2d;
localparam   DATA_FORMAT     = 6'h31;
localparam   INT_ENABLE      = 6'h2E;
localparam   INT_MAP         = 6'h2F;
localparam   THRESH_ACT      = 6'h24;
localparam   THRESH_INACT    = 6'h25;
localparam   TIME_INACT      = 6'h26;
localparam   ACT_INACT_CTL   = 6'h27;
localparam   THRESH_FF       = 6'h28;
localparam   TIME_FF         = 6'h29;
localparam   INT_SOURCE      = 6'h30;  
localparam   X_LB            = 6'h32;  
localparam   X_HB            = 6'h33;  
localparam   Y_LB            = 6'h34;  
localparam   Y_HB            = 6'h35;  
localparam   Z_LB            = 6'h36;  
localparam   Z_HB            = 6'h37;  
reg  [3:0]              init_index;
reg  [SDI_WIDTH-3:0]    write_data;
reg  [SDI_WIDTH-1:0]    data_tx;
reg                     start;
wire                    done;
wire [SDO_WIDTH-1:0]    data_rx;
reg  [1:0]              spi_state;
reg data_update_internal;
reg [1:0] data_update_shift;
reg  [$clog2(TIMECOUNT)-1:0]   sample_count;  
wire sample;
reg [2:0] read_index;
reg [7:0] read_command;
localparam LAST_READ_COMMAND = 6;
reg [7:0] data_storage [5:0];
assign data_x = {data_storage[1], data_storage[0]};
assign data_y = {data_storage[3], data_storage[2]};
assign data_z = {data_storage[5], data_storage[4]};
spi_serdes serdes (
        .reset_n        (reset_n),
        .spi_clk        (spi_clk),
        .spi_clk_out    (spi_clk_out),
        .data_tx        (data_tx),
        .start          (start),
        .done           (done),
        .data_rx        (data_rx),
        .SPI_SDI        (SPI_SDI),
        .SPI_SDO        (SPI_SDO),
        .SPI_CSN        (SPI_CSN),
        .SPI_CLK        (SPI_CLK)
    );
always @ (*) begin
    case (init_index)
        0       : write_data = {THRESH_ACT,     8'h20};
        1       : write_data = {THRESH_INACT,   8'h03};
        2       : write_data = {TIME_INACT,     8'h01};
        3       : write_data = {ACT_INACT_CTL,  8'h7f};
        4       : write_data = {THRESH_FF,      8'h09};
        5       : write_data = {TIME_FF,        8'h46};
        6       : write_data = {BW_RATE,        8'h09};
        7       : write_data = {INT_ENABLE,     8'h10};
        8       : write_data = {INT_MAP,        8'h10};
        9       : write_data = {DATA_FORMAT,    8'h00};
        default : write_data = {POWER_CONTROL,  8'h08};
    endcase
end
always @(*) begin
    case (read_index)
        0 : read_command = {READ_MODE, X_LB};
        1 : read_command = {READ_MODE, X_HB};
        2 : read_command = {READ_MODE, Y_LB};
        3 : read_command = {READ_MODE, Y_HB};
        4 : read_command = {READ_MODE, Z_LB};
        5 : read_command = {READ_MODE, Z_HB};
        default : read_command = {READ_MODE, INT_SOURCE};
    endcase
end
assign sample = (sample_count == TIMECOUNT - 1);
always @(posedge spi_clk or negedge reset_n) begin
    if (!reset_n) begin
        sample_count <= 0;
    end else begin
        if (sample) begin
            sample_count <= 0;
        end else begin
            sample_count <= sample_count + 1'b1;
        end
    end 
end
always@(posedge spi_clk or negedge reset_n) begin
    if(!reset_n) begin
        init_index              <= 4'b0;
        start                   <= 1'b0;
        spi_state               <= IDLE;
        read_index              <= 0;
        data_update_internal    <= 1'b0;
    end else if(init_index < INI_NUMBER) begin
        case(spi_state)
            IDLE : begin
                data_tx   <= {WRITE_MODE, write_data};
                start     <= 1'b1;
                spi_state <= TRANSFER;
            end
            TRANSFER : begin
                if (done) begin
                    init_index  <= init_index + 4'b1;
                    start       <= 1'b0;
                    spi_state   <= IDLE;
                end
            end
        endcase
     end else begin
        case(spi_state)
            IDLE : begin
                data_update_internal    <= 1'b0;
                read_index              <= 0;
                start                   <= 1'b0;
                if (sample) begin
                    spi_state <= INTERACT;
                end
            end
            INTERACT : begin
                data_tx[15:8] <= read_command;
                if (read_index > 0) begin
                    data_storage[read_index - 1'b1] <= data_rx;
                end
                start <= 1'b1;
                spi_state <= TRANSFER;
            end
            TRANSFER : begin
                if (done) begin
                    start <= 1'b0;
                    if (read_index == LAST_READ_COMMAND) begin
                        data_update_internal <= 1'b1;
                        spi_state   <= IDLE;
                    end else begin
                        read_index  <= read_index + 1'b1;
                        spi_state   <= INTERACT;
                    end
                end
            end
            default: begin
                spi_state <= IDLE;
            end
        endcase
    end
end
always @(posedge clk) begin
    data_update_shift <= {data_update_shift[0], data_update_internal};
end
assign data_update = data_update_shift == 2'b01;
endmodule
module spi_serdes(
        input                       reset_n,
        input                       spi_clk,
        input                       spi_clk_out,
        input       [15:0]          data_tx,
        input                       start,
        output                      done,
        output reg  [7:0]           data_rx,
        output                      SPI_SDI,
        input                       SPI_SDO,
        output                      SPI_CSN,
        output                      SPI_CLK
    );
localparam  IDLE = 0;  
localparam WRITE = 1;  
localparam  READ = 2;  
localparam STALL = 3;  
reg [1:0]  state = IDLE;
reg [3:0]  count;
reg [15:0] data_tx_reg;
reg read;
wire spi_active;
assign spi_active = (state == READ || state == WRITE);
assign SPI_CSN = ~(spi_active || start);
assign SPI_CLK = spi_active ? spi_clk_out : 1'b1;
assign SPI_SDI = (state == WRITE) ? data_tx_reg[count] : 1'b1;
assign done    = (state == STALL);
always @(posedge spi_clk or negedge reset_n) begin
    if (reset_n == 1'b0) begin
        state <= IDLE;
    end else begin
        case (state)
            IDLE : begin
                count <= 4'hf;
                if (start) begin
                    read        <= data_tx[15];
                    data_tx_reg <= data_tx;
                    state       <= WRITE;
                end
            end
            WRITE : begin
                count <= count - 1;
                if (read && (count == 8)) begin
                    state <= READ;
                end else if (count == 0) begin
                    state <= STALL;
                end
            end
            READ : begin
                count <= count - 1;
                data_rx <= {data_rx[6:0],SPI_SDO};
                if (count == 0) begin
                    state <= STALL;
                end
            end
            STALL: state <= IDLE;
        endcase
    end
end
endmodule
[design/flow/run.sh]
#!/bin/bash
# OpenROAD 26Q1-2900-gdf79404cd8, Yosys 0.63+post, stock flow scripts
make -C /OpenROAD-flow-scripts/flow DESIGN_CONFIG=/design/flow/config.mk WORK_HOME=/design/flow/orfs finish
[design/flow/constraint.sdc]
current_design spi_control

set clk_period 3.2
set clk_io_pct 0.2

create_clock -name clk0 -period $clk_period [get_ports {clk}]
create_clock -name clk1 -period $clk_period [get_ports {spi_clk}]

set non_clock_inputs [all_inputs -no_clocks]
set_input_delay [expr $clk_period * $clk_io_pct] -clock clk0 $non_clock_inputs
set_output_delay [expr $clk_period * $clk_io_pct] -clock clk0 [all_outputs]
==> changes_impl.md <==
## Flow update

* MaxCap Viol Count at 0
* RD Place Congestion at 0.839
* Yosys Chip Area at 4670 um^2
* Worst path arrival time at 2370 ps
* Hold WS at 333 ps
* Internal power at 3.11 mW
* Synth warnings at 3
* Num ports at 59
* Post-CTS Repair Setup Buffers at 0
* Register area at 3310 um^2
* Maximum VDD drop at 0.387 mV
* Reg with most FFs: data_storage
* Vias in the first global route at 2,796
* Routed length per instance at 16.4 um
* Gr busiest metal: met1
* Sequential Power Share at 42.4%
* Combinational share of power at 0.5%
* Required @ worst endpoint at 2560 ps
* Logic area at 1250 um^2
* Tool warnings at 40
* Pre-antenna DRT Iters at 4
* Worst-margin pin slew at 551 ps
* Via count at 2,763
* Status: completed
* Antenna violations before repair at 0
* Routed Antenna Nets at 0
* Setup TNS at 0 ps
* Pre-CTS WS at 508 ps
* Num rows at 34
* DRT Wirelength at 8490 um
* Max reg flops at 48
* Fp_density at 52.5%
* I/O Buffers at 55
* Max-slew headroom at 63.2%
* DR iter-0 viols at 160
* Worst-path fanout max at 9
* Clock sink count at 116
* # diodes at 0
* Kind of critical path: register to primary output
* Mapped Area at 4670 um^2
* Clk slew on worst S/H paths at 60 ps
* Sw Ratio at 17.9%
* Post-DP HPWL at 5490 um
* Synth-to-layout area growth at 29.2%
* Register share after synthesis at 70.9%
* FILL cells at 603
* Cts hold-fix bufs at 0
* Die Y at 98.7 um
* Core ar. at 8890 um^2
* Total gr overflow at 0
* P_sw at 678 uW
* Crit. End Element: primary output
* Async SR Flop Fraction at 25.9%
* Worst hold path class: register to register
* Met3 global-route usage at 8.59%
* Share of cells above drive strength 1 at 11.2%
* Fin. Hold Viols at 0
* Flops out of synthesis at 116
* Pin count of the biggest net entering global routing at 33
* Clock power frac at 57.1%
* Met1 Use GR at 33.9%
* Vias per inst at 5.33
* First-pass GRT wire length at 14,000 um
* Synth cell types at 51
* Syn avg cell area at 14.3 um^2
* Type of origin of the critical path: register
* Chip width at 98.7 um
* Drt drc at 0
* Power Dens Cells at 627 nW/um^2
* Final Cell Area at 6040 um^2
* Pleak at 2.31 nW
* Cts repair resizes at 0
* Top Registers: data_storage (48), sample_count (16)
* Post-DP Area at 5340 um^2
* Mapped Cells at 326
* Setup violators final at 0
* Unrepaired setup endpoints after global routing: false
* EDFF count, synth at 84
* Met2 Resource Use GR at 27.7%
* Synth Flop Type: edfxtp_1
* Global Route Usage Sum at 20.1%
* Fin. max-slew vios at 0
* Setup slack after layout at 192 ps
* Die ar. at 9730 um^2
* TritonCTS clock tree: built
* Clock Skews at 9.97 ps
* Ys cells at 326
==> cell type report <==
| class | count | share of cell area [%] |
|---|---|---|
| Clock buffer | 21 | 7.61 |
| Clock inverter | 14 | 3.92 |
| Inverter | 18 | 1.12 |
| Multi-Input combinational cell | 183 | 20.7 |
| Sequential cell | 116 | 54.9 |
| Tap cell | 108 | 2.24 |
| Timing Repair Buffer | 58 | 9.49 |
==> metrics by stage <==
step / std cells / power (mW) / util (%)
CTS: 518 / 3.82 / 67.9
finish: 518 / 3.78 / 67.9
floorplan: 326 / 1.64 / -
detailed placement: 483 / 1.65 / 60.1
global placement: 483 / 1.65 / 60.1
global route: 518 / 3.90 / 67.9
==> power groups by stage <==
stage | Combinational, mW | Clock (mW) | Sequential [mW]
6_report | 0.0194 | 2.16 | 1.60
5_1_grt | 0.0225 | 2.27 | 1.60
4_1_cts | 0.0203 | 2.20 | 1.60
==> logic make-up after synthesis <==
logic type | after synthesis | share of synthesized area (%)
muxes | 4 | 1.15
AOI/OAI and AO/OA | 53 | 7.69
buffers and inverters | 27 | 2.28
adders and majority gates | 18 | 4.82
xor gates and xnor gates | 16 | 3.00
DFF | 116 | 70.9
and+or+nand+nor | 92 | 10.1
==> cell usage after synthesis (all sizes together) (2+ instances only) <==
master	n	area, um^2
a211oi	4	35.0
a21boi	2	15.0
a21o	3	22.5
a21oi	14	73.8
a31oi	3	18.8
and2	5	31.3
and3	5	31.3
buf	2	12.5
clkbuf	7	26.3
dfrtp	29	726
dfxtp	2	40.0
edfxtp	84	2520
ha	18	225
inv	18	67.6
mux2i	2	20.0
nand2	23	86.3
nand2b	7	43.8
nand3	8	40.0
nand3b	2	15.0
nand4	4	25.0
nor2	22	82.6
nor2b	6	37.5
nor3	3	15.0
nor4	2	18.8
o21ai	14	73.8
o311a	2	20.0
or4b	2	20.0
xnor2	10	87.6
xor2	6	52.6
==> cell usage in the layout (no fill, tap or decap), types with 4 or more instances in the layout <==
| cell | count |
|---|---|
| xor2_1 | 6 |
| clkbuf_8 | 4 |
| o21ai_0 | 13 |
| clkinvlp_4 | 4 |
| inv_1 | 18 |
| nand3_1 | 8 |
| edfxtp_1 | 84 |
| nand2_1 | 23 |
| nand4_1 | 4 |
| nor2b_1 | 6 |
| ha_1 | 18 |
| and3_1 | 5 |
| nor2_1 | 22 |
| bufinv_16 | 6 |
| clkbuf_16 | 16 |
| clkdlybuf4s50_1 | 55 |
| xnor2_1 | 10 |
| nand2b_1 | 7 |
| dfrtp_1 | 29 |
| a21oi_1 | 13 |
| and2_1 | 5 |
==> critical path, stage by stage (launching register included) <==
cell and delay [ps]:
edfxtp_1 570, mux4_2 550, nand3b_1 100, o311a_1 160
o21ai_0 70, clkdlybuf4s50_1 420
==> layer usage <==
metal	up-vias	routed length, um
met5	-	0
met3	14	653
li1	1334	-
met2	100	3810
met4	0	131
met1	1315	3890
==> final timing paths <==
check	startpoint	end	slack (ps)	cells past startpoint
max in group clk1	init_index[0]	data_storage[2][1]	640	5
worst max register to register	init_index[0]	data_storage[2][1]	640	5
worst max-delay path	serdes.count[0]	SPI_SDI	190	5
max in group asynchronous	reset_n	spi_state[0]	2310	2
worst min register to register	data_update_shift[0]	data_update_shift[1]	330	0
min in group asynchronous	reset_n	init_index[0]	570	2
worst min-delay path	data_update_shift[0]	data_update_shift[1]	330	0
min in group clk1	data_tx[11]	serdes.data_tx_reg[11]	420	0
Power and IR drop assume default switching activity.
